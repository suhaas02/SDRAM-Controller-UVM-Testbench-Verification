`flow/config.mk`:
```
export PLATFORM = sky130hd
export DESIGN_NAME = sdram_controller
export DESIGN_NICKNAME = sdram_controller
export VERILOG_FILES = /design/flow/design.v
export SDC_FILE = /design/flow/constraint.sdc
export NUM_CORES = 4
export LEC_CHECK = 1
export CORE_UTILIZATION = 40
```
`flow/constraint.sdc`:
```
current_design sdram_controller

set clk_period 1.4
set clk_io_pct 0.2

create_clock -name clk0 -period $clk_period [get_ports {in_HCLK}]

set non_clock_inputs [all_inputs -no_clocks]
set_input_delay [expr $clk_period * $clk_io_pct] -clock clk0 $non_clock_inputs
set_output_delay [expr $clk_period * $clk_io_pct] -clock clk0 [all_outputs]
```
`flow/design.v`:
```
interface sdram_if; 
    logic in_HCLK; 
    logic in_HRESET; 
    logic in_HWRITE; 
    logic in_HSEL; 
    logic [31:0] in_HWDATA; 
    logic [31:0] in_HADDR; 
    logic out_HREADY; 
    logic [31:0] out_HRDATA; 
    logic out_write_en; 
    logic CAS; 
endinterface
module sdram_controller(
input        in_HCLK,
input        in_HRESET,
input        in_HWRITE,
input        in_HSEL,
input [31:0] in_HWDATA,
input [31:0] in_HADDR,
output reg        out_HREADY,
output reg [31:0] out_HRDATA,
input [31:0] in_sdram_read_data,
output reg       out_CS,               
output reg       out_write_en,
output reg       out_CAS,              
output reg       out_RAS,              
output reg[1:0]  out_bank_select,      
output reg[13:0] out_sdram_addr,      
output reg[31:0] out_sdram_write_data 
);
	reg [31:0] hold_HWDATA;
	reg [31:0] hold_sdram_read_data;
	reg [3:0] state, next_state;
	localparam IDLE       = 4'b0000,
			READ_ACT      = 4'b0001,
			READ_NOP1     = 4'b0010,
			READ_CAS      = 4'b0011,
			READ_NOP2     = 4'b0100,
			READ_NOP3     = 4'b0101,
			WRITE_ACT     = 4'b0110,
			WRITE_NOP1    = 4'b0111,
			WRITE_CAS     = 4'b1000,
			WRITE_NOP2    = 4'b1001,
			WRITE_NOP3    = 4'b1010;
	always @(posedge (in_HRESET) or posedge(in_HCLK))begin
		if (in_HRESET)begin
			state                            <= IDLE;
		end
		else begin
			state                            <= next_state;
		end
	end
	always @(*) begin
		case(state)
			IDLE: begin
				if (in_HSEL == 1'b1 && in_HWRITE == 1'b1)begin
					out_HREADY                 = 1'b0;
					hold_sdram_read_data[31:0] = in_sdram_read_data[31:0];
					next_state                 = READ_ACT;
				end
				else if(in_HSEL == 1'b1 && in_HWRITE == 1'b0)begin
					out_HREADY                 = 1'b0;
					hold_HWDATA[31:0]          = in_HWDATA[31:0];	
					next_state                 = WRITE_ACT;                
				end
				else begin
					next_state = IDLE;
				end
			end
			READ_ACT: begin          
				out_sdram_addr[13:0] = in_HADDR[13:0];
				out_bank_select[1:0] = in_HADDR[15:14];				
				out_CS       = 1'b0;
				out_RAS      = 1'b0;
				out_CAS      = 1'b1;
				out_write_en = 1'b1;
				next_state = READ_NOP1;
			end
			READ_NOP1: begin 
				out_CS       = 1'b0;
				out_RAS      = 1'b1;
				out_CAS      = 1'b1;
				out_write_en = 1'b1;
				next_state   = READ_CAS;
			end
			READ_CAS: begin 
				out_sdram_addr[13:0] = in_HADDR[24:16];
				out_bank_select[1:0] = in_HADDR[15:14];			
				out_CS       = 1'b0;
				out_RAS      = 1'b1;
				out_CAS      = 1'b0;
				out_write_en = 1'b1;
				next_state   = READ_NOP2;				
			end
			READ_NOP2: begin 
				out_CS       = 1'b0;
				out_RAS      = 1'b1;
				out_CAS      = 1'b1;
				out_write_en = 1'b1;
				next_state   = READ_NOP3;
			end
			READ_NOP3: begin 
				out_HRDATA[31:0] = hold_sdram_read_data[31:0];  
				out_HREADY       = 1'b1;
				out_CS       = 1'b0;
				out_RAS      = 1'b1;
				out_CAS      = 1'b1;
				out_write_en = 1'b1;
				next_state   = IDLE;
			end
			WRITE_ACT: begin          
				out_sdram_addr[13:0] = in_HADDR[13:0];
				out_bank_select[1:0] = in_HADDR[15:14];				
				out_CS       = 1'b0;
				out_RAS      = 1'b0;
				out_CAS      = 1'b1;
				out_write_en = 1'b1;
				next_state = WRITE_NOP1;
			end
			WRITE_NOP1: begin 
				out_CS       = 1'b0;
				out_RAS      = 1'b1;
				out_CAS      = 1'b1;
				out_write_en = 1'b1;
				next_state   = WRITE_CAS;
			end		
			WRITE_CAS: begin 
				out_sdram_addr[13:0] = in_HADDR[24:16];
				out_bank_select[1:0] = in_HADDR[15:14];
				out_CS       = 1'b0;
				out_RAS      = 1'b1;
				out_CAS      = 1'b0;
				out_write_en = 1'b0;
				next_state   = WRITE_NOP2;					
			end
			WRITE_NOP2: begin 
				out_CS       = 1'b0;
				out_RAS      = 1'b1;
				out_CAS      = 1'b1;
				out_write_en = 1'b1;
				next_state   = WRITE_NOP3;
			end
			WRITE_NOP3: begin 
				out_sdram_write_data = hold_HWDATA;
				out_CS       = 1'b0;
				out_RAS      = 1'b1;
				out_CAS      = 1'b1;
				out_write_en = 1'b1;
				next_state   = IDLE;
			end		
			default: begin  
				out_CS       = 1'b1;
				out_RAS      = 1'b1;
				out_CAS      = 1'b1;
				out_write_en = 1'b1;
				next_state   = IDLE;
			end
		endcase
	end
endmodule
```
`flow/run.sh`:
```
#!/bin/bash
# OpenROAD 26Q1-2900-gdf79404cd8, Yosys 0.63+post, stock flow scripts
make -C /OpenROAD-flow-scripts/flow DESIGN_CONFIG=/design/flow/config.mk WORK_HOME=/design/flow/orfs finish
```
==> notes.md <==
run results: Final Cycle Share=around 60%, P_leak=2.20 nW, DP Wirelength=4.81 mm, Setup crit end kind=register, clock tree from TritonCTS=yes, switching share of power=19.1%, antenna violations before repair=0, Final ANT Viol Nets=0, register pins left without a clock=149, total number of vias=1910, Area Growth Syn to Fin=69.8%, synth unique cells=19, Max clock buf depth=2, Avg Inst Size Synth=14.5 um2, Flop pwr share=48.5%, # Post-CTS Setup Buffers=0, Max Clk Rate=1190 MHz, first drt pass iteration count=4, Boundary Pins=between 150 and 200, Power Density=341 nW/um2, most frequent cells in the layout=177 x clkdlybuf4s50_1, 85 x dlxtn_1, 64 x dlxtp_1, slew margin rel.=66.8%, MaxCap Viol Count=0, H-tree depth=1, RSZ-0062 raised after global routing=false, number of cells in Yosys stat=approximately 190, Late-Pin Clk Latency=0.23 ns, clock power share=19.1%, post-cts sizing count=0, Flops after synth=roughly 160, Chip Area, Yosys=2770 um2, setup ws final=0.556 ns, yosys warning tally=1, pin count of the biggest net entering global routing=35, CTS Hold Buffers Added=0, worst hold path class=input port to async pin, # DRC=0, drt total wl=5.84 mm, Setup Skew=0.00151 ns, critical setup path kind=register to register, core area=6530 um2, vias in the first global route=between 1.5k and 2k, Fin Setup TNS=0 ns, most frequent logic cell in the layout=clkdlybuf4s50_1, initial core utilization=approximately 42%, wire per inst=~13 um, worst vdd ir=0.000551 V, global route total overflow=0, Util after Layout=72.0%, num rows=29, final hold viol count=0, Psw=0.000305 W, n_diodes=0, CP startpoint kind=register, GRT Resource Usage Total=16.8%, critical path peak fanout=7, endpoints left unconstrained=234, Finish-stage setup viols=0, status=completed, clk root buf=clkbuf_8, Fillers=446, placement-stage cell area=roughly 4700 um2, port bufs=177, TritonCTS Buffers=3, gpl congestion=0.787, Power, Total=0.00160 W, Die Footprint=7260 um2, Pint=around 0.0013 W, via/cell ratio=4.23, pre-CTS WS=0.383 ns, Mapped Cells=191, arrival time of the worst setup path=approximately 1 ns, synthesized cell area=2770 um2, fin crit period=0.844 ns, first-pass GRT wire length=between 8 and 9 mm, Die W=~85 um, share of cells above drive strength 1=6.67%, Final Cell Area=approximately 4700 um2, fin. max-slew vios=0, critical path data required time=1.56 ns, DR iter-0 viols=42, Log Warnings=33, Worst Max-Slew Pin Slew=0.498 ns, Reg clk slew, reported paths=0.05 ns, die height=85.2 um, Comb pwr share=32.4%
-- power by group through the flow --
| stage | Clock (W) | Sequential (W) | Combinational [W] |
|---|---|---|---|
| 4_1_cts | 0.000316 | 0.000779 | 0.000530 |
| 5_1_grt | 0.000334 | 0.000795 | 0.000569 |
| 6_report | 0.000306 | 0.000777 | 0.000519 |
-- registers in the layout, summed over array words and instances (netlist names) --
signal	flops
out_RAS	1
state	11
out_CAS	1
out_CS	1
out_bank_select	2
hold_HWDATA	32
hold_sdram_read_data	32
out_HRDATA	32
out_HREADY	1
out_sdram_addr	14
out_sdram_write_data	32
out_write_en	1
-- routing by layer --
layer  track usage (%)  vias to the layer above  wire length [um]
met3              7.90                        6               840
met5                 0                        -                 0
met2              26.7                      113              2660
li1                  -                      956                 -
met4              2.00                        0                75
met1              22.7                      835              2270
-- stage by stage --
| step | hold WS (ns) | cells |
|---|---|---|
| after CTS | 0.354 | 452 |
| after detailed placement | 0.362 | 448 |
| after global routing | 0.382 | 452 |
| after global placement | 0.357 | 448 |
| after floorplan | 0.132 | 191 |
| final | 0.339 | 452 |
-- synthesized netlist by cell type --
cell type	number	area share [%]
dlxtn_1	85	46
dlxtp_1	64	35
dfrtp_1	10	9.0
and2_2	5	1.4
mux2_2	5	2.0
inv_1	4	0.54
mux2_4	4	2.2
nor2_1	3	0.41
a21boi_0	1	0.27
and3_1	1	0.23
buf_6	1	0.41
dfstp_2	1	0.95
nand2_1	1	0.14
nand3_1	1	0.18
nor2_4	1	0.41
nor4_1	1	0.23
nor4_2	1	0.45
o21ai_0	1	0.18
or2_2	1	0.23
-- worst max-delay path: stages (launching register included) --
cell     delay [ns]
dfstp_2        0.57
inv_1          0.06
o21ai_0        0.14
-- area by class of cell --
| cell class | count | area, um2 | area share, % |
|---|---|---|---|
| timing repair buffer | 181 | 1800 | 38.3 |
| tap | 77 | 96.3 | 2.05 |
| inverter | 4 | 15.0 | 0.319 |
| sequential | 160 | 2510 | 53.5 |
| clock buffer | 4 | 45.0 | 0.958 |
| multi-input combinational | 26 | 229 | 4.87 |
-- path summary, 6_finish.rpt --
kind | startpoint | slack, ns | cells after the start | endpoint
hold / removal | in_HRESET | 0.34 | 2 | state[3]
setup / recovery | state[0] | 0.56 | 2 | state[0]
min in group clk0 | state[10] | 0.37 | 0 | state[1]
setup reg to reg | state[0] | 0.56 | 2 | state[0]
max in group asynchronous | in_HRESET | 0.75 | 2 | state[0]
hold reg to reg | state[10] | 0.37 | 0 | state[1]
-- kinds of logic (layout without fill, tap and decap cells) --
kind of cell / Yosys count / in the layout / synth area share [%]
DFF: 11 / 11 / 9.99
latches: 149 / 149 / 80.9
and+or+nand+nor: 15 / 15 / 3.62
AOI/OAI and AO/OA: 2 / 2 / 0.452
buffers and inverters: 5 / 189 / 0.949
muxes: 9 / 9 / 4.20
Power and IR drop assume default switching activity.
